==> flow/design.v <==
module wish_unpack 
  (
   clk_i, 
   rst_i, 
   s_stb_i, 
   s_cyc_i, 
   s_ack_o,
   s_stall_o, 
   s_dat_i,
   s_tgc_i, 
   d_stb_o,
   d_cyc_o,
   d_ack_i,
   d_dat_o,
   d_tgc_o 
   );
  parameter DATA_WIDTH = 8;
  parameter NUM_PACK   = 4;
  parameter LITTLE_ENDIAN = 1;
  input  clk_i;
  input  rst_i;
  input  s_stb_i;
  input  s_cyc_i;
  output s_ack_o;
  output s_stall_o;
  input [(DATA_WIDTH * NUM_PACK) -1:0] s_dat_i;
  input [1:0]  s_tgc_i;
  output             d_stb_o;
  output             d_cyc_o;
  input                  d_ack_i;
  output [DATA_WIDTH - 1 : 0] d_dat_o;
  output [1:0]               d_tgc_o;
  reg [(NUM_PACK * DATA_WIDTH) - 1 : 0]        data_buf;
  reg [$clog2(NUM_PACK):0]           cnt;
  integer                                i;
  reg                                    stored = 0;
  reg                                    [1:0]tgc_buf;
  assign d_dat_o = (LITTLE_ENDIAN)?data_buf[DATA_WIDTH * cnt +:DATA_WIDTH]:data_buf[DATA_WIDTH * (NUM_PACK - 1 - cnt) +:DATA_WIDTH];
  assign d_stb_o = !rst_i && stored;
  assign d_cyc_o = !rst_i && stored;
  assign s_ack_o = !rst_i && (!stored || (d_ack_i && ((cnt + 1) == NUM_PACK)));
  assign s_stall_o = stored && !d_ack_i;
  assign d_tgc_o[0] = (cnt == 0)? (!rst_i && tgc_buf[0]) : 1'b0;
  assign d_tgc_o[1] = (cnt + 1 == NUM_PACK)? (!rst_i &&  tgc_buf[1]) : 1'b0;
  always @(posedge clk_i)
  begin
    if (rst_i) begin
      cnt <= 0;
      stored <= 0;
    end else begin      
      if (s_stb_i && s_cyc_i && s_ack_o) begin
        tgc_buf  <= s_tgc_i;
        data_buf <= s_dat_i;
        stored <= 1'b1;
        cnt <= 0;
      end else begin
        if (cnt + 1 == NUM_PACK && d_stb_o && d_cyc_o && d_ack_i) begin
          stored <= 1'b0;
        end else begin
          stored <= stored;
        end
        if (d_stb_o && d_cyc_o && d_ack_i) begin
          if (cnt + 1 == NUM_PACK) begin
            cnt <= 0;
          end else begin
            cnt <= cnt + 1;
          end
        end else begin
          cnt <= cnt;
        end        
      end
   end 
  end 
endmodule
==> flow/run.sh <==
#!/bin/bash
# OpenROAD 26Q1-2900-gdf79404cd8, Yosys 0.63+post, stock flow scripts
make -C /OpenROAD-flow-scripts/flow DESIGN_CONFIG=/design/flow/config.mk WORK_HOME=/design/flow/orfs finish
==> flow/config.mk <==
export PLATFORM = sky130hd
export DESIGN_NAME = wish_unpack
export DESIGN_NICKNAME = wish_unpack
export VERILOG_FILES = /design/flow/design.v
export SDC_FILE = /design/flow/constraint.sdc
export NUM_CORES = 4
export LEC_CHECK = 1
export CORE_UTILIZATION = 30
==> flow/constraint.sdc <==
current_design wish_unpack

set clk_period 12.1
set clk_io_pct 0.2

create_clock -name clk0 -period $clk_period [get_ports {clk_i}]

set non_clock_inputs [all_inputs -no_clocks]
set_input_delay [expr $clk_period * $clk_io_pct] -clock clk0 $non_clock_inputs
set_output_delay [expr $clk_period * $clk_io_pct] -clock clk0 [all_outputs]
==> results.py <==
# Synthesis and PnR figures
metrics = {
    "global_route": {
        "grt_pass1_vias": 907,
        "grt_pass1_wl_mm": 4.17,
        "grtUsageTotal_pct": 11.2,
        "gr-total-overflow": 0,
        "grt_antenna_before_repair": 0,
        "grt_max_degree": 35,
    },
    "floorplan": {
        "core_um2": 4850,
        "pin_count": 53,
        "dieHeight_um": 73.7,
        "fp_util_pct": 31.8,
        "die_w_um": 73.7,
        "dieArea_um2": 5430,
        "row_count": 25,
    },
    "setup_path": {
        "crit_type": "in2out",
        "end_kind": "primary output",
        "critPathArrivalTime_ns": 3.82,
        "crit_fanout": 5,
        "required_ns": 9.68,
        "worst_setup_path_start_kind": "input pin",
    },
    "worst_hold_path": {
        "hp-class": "reg2reg",
    },
    "finish": {
        "area_delta_synth_final_pct": 45.1,
        "drive_gt1_share_pct": 14.2,
        "layout.cells.non_filler": 208,
        "lay_top_count": "clkdlybuf4s50_1",
        "lay_top_cells": "clkdlybuf4s50_1 (52), edfxtp_1 (34), nor2b_1 (9), mux4_2 (7), clkbuf_8 (5)",
        "utilization_pct": 46.2,
    },
    "routing": {
        "ant_nets": 0,
        "routed_via_density": 4.42,
        "n_antenna_cell": 0,
        "firstDrtPassIters": 4,
        "remaining_drc_errors": 0,
        "vias": 920,
        "drt-initial-drc-count": 14,
        "finalWirelength_mm": 2.66,
        "wire_per_inst_um": 12.8,
    },
    "timing": {
        "rsz0062_at_grt": "false",
        "fmax_ghz": 0.160,
        "finalSetupViolations": 0,
        "slew_headroom_pct": 51.1,
        "tightest_slew_ns": 0.732,
        "holdWs_ns": 0.635,
        "tns_ns": 0,
        "maxSlewViolCount": 0,
        "fin_crit_sh_pct": 51.6,
        "final_hold_viol_count": 0,
        "fin_skew_ns": 0.00751,
        "period_minus_slack_ns": 6.24,
    },
    "logic_synthesis": {
        "syn_area_um2": 1540,
        "synth_cell_type_count": 25,
        "yosysSeqAreaShare_pct": 71.4,
        "ys_cells": 86,
        "logic_family": "multiplexers",
        "synthAoiAreaFrac_pct": 2.92,
        "syn_inst": 86,
        "ys_warn_count": 1,
        "ys_ff": 38,
        "ys_sh_mux_pct": 12.6,
        "ys_chip_area_um2": 1540,
        "avgSynthCellArea_um2": 17.9,
        "xor_area_share_pct": 0,
        "ys_sh_simple_pct": 8.52,
        "synthAdderAreaFrac_pct": 1.62,
    },
    "placed_design": {
        "place.gp.congestion": 0.744,
        "place_inst": 200,
        "io_buffers": 52,
        "dp_hpwl_mm": 1.78,
    },
    "clock_tree": {
        "root_buffer": "clkbuf_8",
        "tritoncts": "built",
        "path_clk_slew_ns": 0.07,
        "htreeDepth": 2,
        "clk_latency_ns": 0.29,
        "post-cts-setup-buffers": 0,
        "cts_buffer_depth": 2,
        "cts_sinks": 38,
        "cts.repair.resized": 0,
        "numCtsBuffers": 5,
        "cts_hold_buf": 0,
    },
    "power": {
        "power_leakage_nw": 0.737,
        "vdd_drop_max_v": 0.000123,
        "total_power_mw": 0.282,
        "pwr_density_cell_nw_per_um2": 126,
    },
    "job": {
        "warning_count": 26,
        "cap_violations": 0,
    },
    "run_status": {
        "outcome": "complete, no violations",
    },
}
## worst max-delay path: stages
cell	delay (ns)
clkdlybuf4s50_1	0.57
inv_2	0.07
o21a_1	0.21
nor2_1	0.08
clkdlybuf4s50_1	0.47
## report_power, final
group / leakage, nW / internal [mW] / switching [mW]
Sequential: 0.344 / 0.147 / 0.00253
Combinational: 0.343 / 0.0198 / 0.00652
Clock: 0.0504 / 0.0613 / 0.0452
## sequential cells by signal (all words and copies together) (netlist names)
signal	flops
cnt	3
data_buf	32
stored	1
tgc_buf	2
## routing by layer
| metal | global-route usage [%] | routed length [um] |
|---|---|---|
| met1 | 17.9 | 1130 |
| met2 | 16.2 | 1240 |
| met3 | 4.02 | 251 |
| met4 | 2.14 | 38 |
| met5 | 0 | 0 |
## stage by stage
step                instance area [um^2]  setup WS, ns
floorplan                           1540          6.63
global placement                    2120          5.89
detailed placement                  2120          5.87
CTS                                 2240          5.86
global route                        2240          5.80
finish                              2240          5.86
## layout make-up
type	instances	area (um^2)
Multi-Input combinational cell	39	400
Inverter	3	11.3
Sequential cell	38	1100
Clock inverter	3	45.0
Tap cell	67	83.8
Clock buffer	5	68.8
Timing Repair Buffer	53	528
Fill cell	419	2610
## Yosys cell counts
library cell	instances	area, um^2
dfxtp_1	4	80.1
edfxtp_1	34	1020
nor2b_4	1	13.8
buf_6	1	11.3
buf_4	1	7.51
clkbuf_1	3	11.3
a21oi_1	2	10.0
mux4_1	1	26.3
mux4_2	7	158
nor2b_1	9	56.3
nand3_1	2	10.0
nor4bb_1	1	10.0
ha_1	2	25.0
nand2b_1	1	6.26
nand2_1	3	11.3
inv_1	1	3.75
a311oi_1	2	17.5
inv_2	2	7.51
nor3_1	1	5.00
mux2i_1	1	10.0
nor3b_1	2	15.0
o21a_1	1	7.51
o21ai_1	2	10.0
nor2_1	1	3.75
buf_2	1	5.00
## cells by family after synthesis
logic type	after synthesis
flops	38
compound gates	7
buf+inv	9
simple gates	21
mux	9
fa+ha+maj	2
## path summary, 6_finish.rpt
check / to / from / slack, ns / cells after the start
worst min-delay path: cnt[2]$_SDFFE_PP0P_ / stored$_SDFFE_PP0P_ / 0.63 / 2
worst min register to register: cnt[2]$_SDFFE_PP0P_ / stored$_SDFFE_PP0P_ / 0.63 / 2
worst max-delay path: s_ack_o / d_ack_i / 5.86 / 5
worst max register to register: data_buf[17]$_DFFE_PP_ / cnt[0]$_SDFFE_PP0P_ / 9.75 / 5
Power figures rest on the tool's default switching activity, not on a simulated workload.
