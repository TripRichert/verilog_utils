$ cat config.mk
export PLATFORM = sky130hd
export DESIGN_NAME = wish_pack
export DESIGN_NICKNAME = wish_pack
export VERILOG_FILES = /design/flow/design.v
export SDC_FILE = /design/flow/constraint.sdc
export NUM_CORES = 4
export LEC_CHECK = 1
export CORE_AREA = 10 10 110 110
export DIE_AREA = 0 0 120 120
$ cat run.sh
#!/bin/bash
# OpenROAD 26Q1-2900-gdf79404cd8, Yosys 0.63+post, stock flow scripts
make -C /OpenROAD-flow-scripts/flow DESIGN_CONFIG=/design/flow/config.mk WORK_HOME=/design/flow/orfs finish
$ cat design.v
module wish_pack 
  (
   clk_i, 
   rst_i, 
   s_stb_i, 
   s_cyc_i, 
   s_ack_o,
   s_stall_o, 
   s_dat_i,
   s_tgc_i, 
   d_stb_o,
   d_cyc_o,
   d_ack_i,
   d_dat_o,
   d_tgc_o 
   );
  parameter DATA_WIDTH = 8;
  parameter NUM_PACK   = 4;
  parameter TGC_WIDTH  = 2;
  parameter LITTLE_ENDIAN = 1;
  input  clk_i;
  input  rst_i;
  input  s_stb_i;
  input  s_cyc_i;
  output s_ack_o;
  output s_stall_o;
  input [DATA_WIDTH-1:0] s_dat_i;
  input [TGC_WIDTH-1:0]  s_tgc_i;
  output reg             d_stb_o = 0;
  output reg             d_cyc_o = 0;
  input                  d_ack_i;
  output [(DATA_WIDTH * NUM_PACK) - 1 : 0] d_dat_o;
  output reg [TGC_WIDTH-1:0]               d_tgc_o;
  reg [(NUM_PACK * DATA_WIDTH) - 1 : 0]        data_buf;
  reg [$clog2(NUM_PACK) - 1:0]           cnt;
  reg                                    var_move = 0;
  reg     [TGC_WIDTH-1:0] stored_tgc = 0;
  assign s_stall_o = ((cnt == 4 && !d_ack_i) && d_stb_o && d_cyc_o);
  assign s_ack_o   = (s_stb_i && s_cyc_i && (cnt < NUM_PACK || d_ack_i) && !rst_i);
  assign d_dat_o = data_buf;
  always @(posedge clk_i)
  begin
    if (rst_i) begin
      cnt <= 0;
      var_move = 0;
      stored_tgc <= 0;
      d_tgc_o <= 0;
      d_stb_o <= 0;
      d_cyc_o <= 0;
      data_buf <= 0;
    end else begin
      var_move = (s_stb_i && s_cyc_i && (cnt < NUM_PACK || d_ack_i) && !rst_i);
      if (d_ack_i && d_stb_o && d_cyc_o) begin
        cnt <= 0; 
        d_stb_o <= 0;
        d_cyc_o <= 0;
        if (s_stb_i && s_cyc_i && s_ack_o) begin
          stored_tgc <= s_tgc_i;
        end else begin
          stored_tgc <= 0;
        end
      end
      if (var_move) begin
        if (cnt == 0 || cnt == NUM_PACK) begin
          stored_tgc <= s_tgc_i;
        end else begin
          stored_tgc <= s_tgc_i | stored_tgc;
        end
        if (!LITTLE_ENDIAN) begin
          data_buf[(DATA_WIDTH * NUM_PACK) - 1 : DATA_WIDTH] <= data_buf[(DATA_WIDTH * (NUM_PACK - 1)) - 1:0];
          data_buf[DATA_WIDTH - 1 : 0] <= s_dat_i;
        end else begin
          data_buf[(DATA_WIDTH * (NUM_PACK - 1)) - 1:0] <= data_buf[(DATA_WIDTH * NUM_PACK) - 1 : DATA_WIDTH];
          data_buf[(DATA_WIDTH * NUM_PACK) - 1: (DATA_WIDTH * (NUM_PACK - 1))] <= s_dat_i;
        end
        if (cnt < NUM_PACK) begin
          if (cnt == NUM_PACK - 1) begin
            d_stb_o <= 1;
            d_cyc_o <= 1;
            d_tgc_o <= s_tgc_i | stored_tgc;
          end else begin
            d_stb_o <= 0;
            d_cyc_o <= 0;
            d_tgc_o <= 0;
          end
          cnt <= cnt + 1;
        end else begin 
          cnt <= 1;
        end 
      end 
   end 
  end 
endmodule
$ cat constraint.sdc
current_design wish_pack

set clk_period 3.4
set clk_io_pct 0.2

create_clock -name clk0 -period $clk_period [get_ports {clk_i}]

set non_clock_inputs [all_inputs -no_clocks]
set_input_delay [expr $clk_period * $clk_io_pct] -clock clk0 $non_clock_inputs
set_output_delay [expr $clk_period * $clk_io_pct] -clock clk0 [all_outputs]
==> CHANGELOG.md <==
### Implementation results

* Cell row count at 36
* Count leader, synth: nand2_1
* Commonest flop: dfxtp_1
* Critical path's slowest cell: clkdlybuf4s50_1
* Synth cell count leaders: 69 x nand2_1, 39 x dfxtp_1, 27 x a21oi_1
* Worst path cell trace: clkdlybuf4s50_1, nand2_2, nor2_1, clkdlybuf4s50_1
* Mux share at 0.6791%
* H-tree depth at 2
* Overflow left after global routing at 0
* Crit path kind: in2out
* Crit-path max cell delay at 510 ps
* Setup tns final at 0 ps
* Port Buf Inserts at 51
* WHS Path Cells at 2
* WL met3 at 305 um
* Num CTS Buffers at 5
* Crit-path max FO at 3
* Die X at 120 um
* Yosys top cell by area: dfxtp_1
* Synth warn at 1
* Final hold viol count at 0
* Metal2 WL at 1870 um
* Total die size at 0.01440 mm2
* Post-synthesis cell count at 178
* Worst Hold Class: reg2reg
* Met1 WL at 2043 um
* Max layer used: met4
* CP Capture Type: output port
* First-pass GRT wire length at 7348 um
* Clock slew seen by the registers of the worst setup and hold paths at 80 ps
* Lkg Pwr at 0.0006832 uW
* Worst Clk Skew at 3.835 ps
* Worst R2R Start: cnt[0]$_SDFFE_PP0P_
* Syn_area_per_cell at 8.280 um2
* Slew Viols, Final at 0
* Clk sink count at 39
* Min cycle time layout at 2546 ps
* Post-route cell area at 0.002166 mm2
* Basic Gates by Area at 20.71%
* Period Utilization, post-route at 74.89%
* Netlist cell types at 21
* Total GRT Usage at 6.079%
* Status: complete, no violations
* Hold-fix buffers, CTS at 0
* Register area share after synthesis at 52.97%
* Chip Area, Yosys at 0.001474 mm2
* Reg2Reg Depth at 4
* Arr. time, crit path at 1870 ps
* Hold Crit Start: d_tgc_o[0]$_SDFFE_PP0P_
* Flop2flop setup slack at 2340 ps
* Fillers at 1105
* Power Total at 854.2 uW
* Max Cap Violations at 0
* WL/cell at 11.83 um
* Clock buffer depth at 2
* Number of enable flip-flop cells at 0
* Area of placed instances at 0.002082 mm2
* Endpoint, Worst Hold: d_tgc_o[0]$_SDFFE_PP0P_
* FMAX at 0.3927 GHz
* DP HPWL at 2965 um
* Clock Latency Late Sink at 290 ps
* CTS resizes at 0
* Maximum VDD drop at 0.1370 mV
* Async S/R FF share, synth at 0%
* Setup Viol. Count Final at 0
* Reg-to-reg endpoint: cnt[1]$_SDFFE_PP0P_
* Pin count of the biggest net entering global routing at 40
* RSZ-0062 raised after global routing: no
* P per Cell Area at 394.4 mW/mm2
* CP startpoint kind: input port
* Area Overhead vs Synth at 46.94%
* Vias in the first global route at 1397
* DR iter-0 viols at 105
* Total tool warning count at 26
* Antenna Violating Nets Remaining at 0
* Post-synth regs at 39
* Max-slew headroom at 66.19%
* CORE AREA at 0.009774 mm2
* Vias at 1323
* Initial antenna violation count at 0
* Ant. Diodes at 0
* XORs/XNORs by Area at 0%
* Core Util at FP at 15.08%
* Main kind of combinational logic by area: simple AND/OR/NAND/NOR gates
* Share of cells above drive strength 1 at 10.18%
* Top cell area share at 52.97%
* # IOs at 53
* TritonCTS clock tree: yes
* Die extent in y at 120 um
* Most numerous cell on the critical path: clkdlybuf4s50_1
* Yosys cell count at 178
* CP Data Required Time at 2720 ps
* Post-route DRC at 0
* Worst slew pin tran at 507.1 ps
* WL final at 4246 um
* CTS root buf: clkbuf_8
* Post-synthesis cell area at 0.001474 mm2
* Initial DRT Pass Iterations at 6
* Vias per inst at 3.685
* GPL Wtd Cong at 0.6844
* Setup bufs post-CTS at 0
* Post-synthesis compound-gate area fraction at 17.83%
* Fa+ha+maj area frac at 1.698%
* Post-synth area hogs: dfxtp_1 53%, nand2_1 18%, a21oi_1 9.2%, a21oi_2 5.9%, buf_2 2.0%
power breakdown:
part | switching (uW) | internal [uW] | total [uW]
logic | 36.3 | 35.1 | 71.4
clock network | 170 | 141 | 311
registers | 6.76 | 465 | 472
total | 213 | 641 | 854
placed cells by master, fill, tap and decap left out, drive strengths merged:
cell type      instances
nor2                   3
nor2b                  2
and2                   1
nand3b                 1
a21oi                 37
mux2i                  1
conb                   1
o21ai                  2
o211ai                 2
clkinv                 3
nand2                 70
inv                    2
a22oi                  2
buf                    3
ha                     2
dfxtp                 39
clkdlybuf4s50         50
clkbuf                 5
metal layers:
layer / global-route usage [%] / vias to the layer above
met1: 8.159 / 611
met3: 2.094 / 4
li1: - / 670
met4: 0.6033 / 0
met5: 0 / -
met2: 9.629 / 38
sequential cells by signal (all words and copies together), names as in the netlist:
name	cells
data_buf	32
cnt	2
d_tgc_o	2
stored_tgc	2
d_stb_o	1
through the flow:
stage | util, % | worst slack [ps] | hold slack (ps) | cells
final | 22.16 | 853.7 | 455.0 | 359
after global routing | 22.16 | 775.1 | 476.2 | 359
after floorplan | - | 1718 | 417.4 | 178
after global placement | 21.30 | 825.0 | 441.0 | 351
after detailed placement | 21.30 | 816.3 | 445.6 | 351
after CTS | 22.16 | 816.3 | 456.2 | 359
kinds of logic (layout without fill, tap and decap cells):
family,after synthesis,after routing
adder cells (fa/ha/maj),2,2
multiplexers,1,1
AND/OR/NAND/NOR,77,77
buffers and inverters,15,63
flip-flops,39,39
other,1,1
AND-OR/OR-AND,43,43
final cells by class:
cell class                      instances  area [um2]  share of cell area (%)
Multi-Input combinational cell        124       606.8                   28.02
Clock inverter                          3       15.01                  0.6932
Clock buffer                            5       68.82                   3.177
Timing Repair Buffer                   53       520.5                   24.03
Sequential cell                        39       780.7                   36.05
Tap cell                              133       166.4                   7.683
Inverter                                2       7.507                  0.3466
critical path, delay by kind of cell:
family,cells,cell delay (ps)
buffers and inverters,2,1000
and+or+nand+nor,2,180
how the worst max path moves through the flow:
stage / start / end / slack, ps / depth (start not counted)
4_1_cts: s_cyc_i / s_ack_o / 820 / 4
5_1_grt: s_stb_i / s_ack_o / 780 / 4
6_report: s_cyc_i / s_ack_o / 850 / 4
Power and IR drop assume default switching activity.
